==> design/flow/design.v <==
module ALSU(A_r,B_r,op_r,cin_r,serial_in_r,direction_r,red_op_A_r,red_op_B_r,bypass_A_r,bypass_B_r,clk,rst,leds,out);
	input [2:0] A_r,B_r,op_r;
	input clk,rst;
	input cin_r,serial_in_r,direction_r,red_op_A_r,red_op_B_r,bypass_A_r,bypass_B_r;
	output reg [5:0] out;
	output reg [15:0] leds;
	reg [2:0] A,B,op;
    reg cin,serial_in,direction,red_op_A,red_op_B,bypass_A,bypass_B;
	integer i;
	parameter INPUT_PRIORTY = "A";
	parameter FULL_ADDER = "ON";
	always @(posedge clk or posedge rst) begin
		if (rst) 
			out <= 6'b000000;
		else begin
			leds <= 0;
			if (INPUT_PRIORTY == "A")begin
				if (bypass_A)
					out <= A;
				else if (bypass_B)
					out <= B;
				else begin
					case (op)
						3'b000 :
							begin
								if (red_op_A)
									out <=  & A;
								else 
									out <= A & B;
							end	
						3'b001 :
							begin
								if (red_op_A)
									out <=  ^ A;
								else 
									out <= A ^ B;
							end	
						3'b010 :
							begin
								if (red_op_A && red_op_B) begin
									out <= 6'b000000;
									for(i=0;i<2;i=i+1) begin
										leds <= ~leds;
									end
								end
								else if (FULL_ADDER == "ON")
						 			out <= A + B + cin;
						 		else
						 			out <= A + B;
						 	end
						3'b011 :
							begin
								if (red_op_A && red_op_B) begin
									out <= 6'b000000;
									for(i=0;i<2;i=i+1) begin
										leds <= ~leds;
									end
								end
								else 
									out <= A * B;
							end
						3'b100 :  
							begin 
								if (red_op_A && red_op_B) begin
									out <= 6'b000000;
									for(i=0;i<2;i=i+1) begin
										leds <= ~leds;
									end
								end
								else if (direction)
									out <= {out[4:0],serial_in};
								else
									out <=  {serial_in,out[5:1]};
							end 
						3'b101 :  
							begin 
								if (red_op_A && red_op_B) begin
									out <= 6'b000000;
									for(i=0;i<2;i=i+1) begin
										leds <= ~leds;
									end
								end
								else if (direction) begin
									out <= {out[4:0],out[5]};
								end
								else begin
									out <= {out[0],out[5:1]};
								end
							end 
						default : begin
									out <= 6'b000000;
									for(i=0;i<2;i=i+1) begin
										leds <= ~leds;
									end
						end
					endcase
				end
			end
			else begin  
			if (bypass_B)
					out <= B;
				else if (bypass_A)
					out <= A;
				else begin
					case (op)
						3'b000 :
							begin
								if (red_op_B)
									out <= & B;
								else 
									out <= A & B;
							end	
						3'b001 :
							begin
								if (red_op_B)
									out <= ^ B;
								else 
									out <= A ^ B;
							end	
						3'b010 :
							begin
								if (red_op_A && red_op_B) begin
									out <= 6'b000000;
									for(i=0;i<2;i=i+1) begin
										leds <= ~leds;
									end
								end
								else if (FULL_ADDER == "ON")
						 			out <= A + B + cin;
						 		else
						 			out <= A + B;
						 	end
						3'b011 :
							begin
							if (red_op_A && red_op_B) begin
									out <= 6'b000000;
									for(i=0;i<2;i=i+1) begin
										leds <= ~leds;
									end
								end
							else 
								out <= A * B;
							end
						3'b100 :  
							begin 
								if (red_op_A && red_op_B) begin
									out <= 6'b000000;
									for(i=0;i<2;i=i+1) begin
										leds <= ~leds;
									end
								end
								else if (direction)
									out <= {out[4:0],serial_in};
								else
									out <=  {serial_in,out[5:1]};
							end 
						3'b101 :  
							begin 
								if (red_op_A && red_op_B) begin
									out <= 6'b000000;
									for(i=0;i<2;i=i+1) begin
										leds <= ~leds;
									end
								end
								else if (direction)begin
									out <= {out[4:0],out[5]};
								end
								else begin
									out <= {out[0],out[5:1]};
								end
							end 
						default : begin
							out <= 6'b000000;
									for(i=0;i<2;i=i+1) begin
										leds <= ~leds;
									end
						end
					endcase
				end
			end		
		end
	end
	always @(posedge clk) begin 
			A <= A_r;
			B <= B_r;
			op <= op_r;
			cin <= cin_r;
			serial_in <= serial_in_r;
			direction <= direction_r;
			red_op_A <= red_op_A_r;
			red_op_B <= red_op_B_r;
			bypass_A <= bypass_A_r;
			bypass_B <= bypass_B_r;
	end
endmodule
==> design/flow/run.sh <==
#!/bin/bash
# OpenROAD 26Q1-2900-gdf79404cd8, Yosys 0.63+post, stock flow scripts
make -C /OpenROAD-flow-scripts/flow DESIGN_CONFIG=/design/flow/config.mk WORK_HOME=/design/flow/orfs finish
==> design/flow/config.mk <==
export PLATFORM = sky130hd
export DESIGN_NAME = ALSU
export DESIGN_NICKNAME = ALSU
export VERILOG_FILES = /design/flow/design.v
export SDC_FILE = /design/flow/constraint.sdc
export NUM_CORES = 4
export LEC_CHECK = 1
export CORE_UTILIZATION = 30
==> design/flow/constraint.sdc <==
current_design ALSU

set clk_period 2.2
set clk_io_pct 0.2

create_clock -name clk0 -period $clk_period [get_ports {clk}]

set non_clock_inputs [all_inputs -no_clocks]
set_input_delay [expr $clk_period * $clk_io_pct] -clock clk0 $non_clock_inputs
set_output_delay [expr $clk_period * $clk_io_pct] -clock clk0 [all_outputs]
==> changes_impl.md <==
### Physical design

- Total power: 0.00146 W
- Crit path largest cell delay: 0.47 ns
- Pwr per Cell Area: 621 nW/um^2
- Slew Limit Headroom: 0.588
- Hold crit path type: in -> async
- Hold Slack: 0.499 ns
- CTS tree: done
- Seq share, synth: 0.527
- Ys async rst share: 0.158
- Final Max-Slew Violation Tally: 0
- Fmax: 0.481 GHz
- Worst path bufs/invs: 0
- Drt via density: 4.55
- Fin cells: 268
- I/O pins: 40
- Yosys cell count: 151
- Mapped Cells: 151
- Post-synth cell types: 41
- Remaining global-route overflow: 0
- RSZ-0062 raised after global routing: no
- Tmin final: 2.08 ns
- Slowest cell on the critical path: fa_1
- EDFF count, synth: 16
- Leak: 0.971 nW
- GR Util All Layers: 0.116
- DR WL/cell: 12.4 um
- Finished layout cell area: 2350 um^2
- Layout cells sized above 1: 0.102
- Cell Area, Synth: 1800 um^2
- Via count: 1220
- Hpwl dp: 2430 um
- Dominant cell area share: 0.266
- CTS max path bufs: 2
- Ys flop type: edfxtp_1
- Delay-heaviest family, CP: adder cells
- Clk ins delay skew pair: 0.28 ns
- Die Ht: 79.5 um
- Worst Max-Slew Pin Slew: 0.617 ns
- Most frequent cell on the critical path: ha_1
- Area grow syn2layout: 30.3%
- Setup bufs post-CTS: 0
- Final ANT Viol Nets: 0
- Ys Warns: 1
- Cell area leaders: edfxtp_1 27%, dfxtp_1 18%, dfrtp_1 8.3%
- Antenna violations before repair: 0
- Total negative slack: 0 ns
- DP Area: 2260 um^2
- Drt total wl: 3310 um
- CTS H-tree depth: 2
- Vias in the first global route: 1160
- Die X: 79.5 um
- Core outline area: 5640 um^2
- CP cell instances: ha_1 -> xnor2_1 -> ha_1 -> ha_2 -> fa_1 -> nor2b_1 -> o32a_1 -> nor2_1
- CP endpoint kind: flip-flop
- Mean Syn Cell Area: 11.9 um^2
- Hold Fails Final Rpt: 0
- Worst EP arrival: 2.29 ns
- Skew final: 0.00365 ns
- Starting Density: 0.320
- CP Max Fanout: 2
- TritonCTS buffer count: 5
- CP Launch Type: flip-flop
- Total clock sinks: 38
- Synthesis area per yosys: 1800 um^2
- Port Buffers: 39
- Maximum vdd drop: 275 uV
- Cts hold-fix bufs: 0
- Largest net degree at the start of global routing: 23
- DRC: 0
- Placed Cells: 260
- Status: finished, final reports clean
- Clock-pin slew on the worst setup and hold paths: 0.07 ns
- Clock Root Buffer: clkbuf_8
- Yosys reg bits: 38
- DR pass1 iterations: 4
- Placer Congestion: 0.815
- First-pass GRT wire length: 5530 um
- Max Cap Viol: 0
- WP data required: 2.41 ns
- Final Cycle Share: 0.946
- Top cells excl fill/tap: 39 x clkdlybuf4s50_1, 23 x nor2_1, 16 x edfxtp_1
- Ant diodes: 0
- Die area: 6320 um^2
- Final setup viols: 0
- Initial DRC count: 54
- Cell type with the largest total area: edfxtp_1
- Top cell excl fill/tap: clkdlybuf4s50_1
- Num rows: 27
- OpenROAD warnings: 26
- Setup CP Type: reg -> reg
## registers in the layout, summed over array words and instances, names as in the netlist
name       flops
red_op_B       1
direction      1
leds          16
out            6
op             3
bypass_A       1
bypass_B       1
red_op_A       1
A              3
B              3
serial_in      1
cin            1
## timing repair
item                       CTS  global route
gates resized                0             2
setup endpoints to repair    0             1
hold endpoints to repair     0             0
## final timing paths
kind / startpoint / to / slack, ns / depth (start not counted)
max: A[1] / out[3] / 0.12 / 8
min in group clk0: leds[7] / leds[7] / 0.55 / 1
min: rst / out[0] / 0.50 / 3
max reg2reg: A[1] / out[3] / 0.12 / 8
min reg2reg: leds[7] / leds[7] / 0.55 / 1
max in group asynchronous: rst / out[3] / 1.48 / 3
## cells in the mapped netlist (2+ instances only)
library cell	number
a211oi_1	4
a21o_1	2
a21oi_1	7
and2_1	5
buf_2	3
buf_6	2
dfrtp_1	6
dfxtp_1	16
edfxtp_1	16
fa_1	3
ha_1	11
inv_1	3
mux2i_1	8
nand2_1	4
nand2b_1	2
nor2_1	23
nor2b_1	5
nor3_1	2
o21ai_0	2
o31ai_1	2
o32a_1	2
xnor2_1	4
## per-stage QoR
stage          setup WS [ns]   util
2_1_floorplan         0.0819      -
3_3_place_gp           0.120  0.401
3_5_place_dp          0.0990  0.401
4_1_cts               0.0761  0.416
5_1_grt               0.0274  0.416
6_report               0.120  0.416
## cell type report
type                       count  area, um^2
multi-input combinational    103         786
fill                         539        3290
timing repair buffer          44         428
sequential                    38         952
clock buffer                   6        72.6
tap                           72        90.1
inverter                       3        11.3
clock inverter                 2        8.76
## routing by layer
metal | global-route usage | part of all wire | vias to the layer above | wire (um)
met3 | 0.0209 | 0.043 | 5 | 144
met2 | 0.166 | 0.43 | 33 | 1420
met5 | 0 | 0 | - | 0
met1 | 0.191 | 0.51 | 562 | 1690
met4 | 0.0182 | 0.015 | 0 | 51
li1 | - | - | 620 | -
## worst register-to-register path: cells and delay by family, from the launching register on
family / cells / cell delay, ns
xor+xnor: 1 / 0.17
flops: 1 / 0.31
simple gates: 2 / 0.12
fa+ha+maj: 4 / 1.14
compound gates: 1 / 0.27
## report_power, final
part           total [W]  internal [W]  switching, W  leakage (nW)
logic           0.000205      0.000130     0.0000748         0.550
registers       0.000817      0.000774     0.0000424         0.378
clock network   0.000437      0.000217      0.000219        0.0426
total            0.00146       0.00112      0.000336         0.971
## logic make-up (layout without fill, tap and decap cells)
kind of cell	after synthesis	after routing	synth area share
simple gates	47	47	0.137
flops	38	38	0.527
compound gates	28	28	0.111
buf+inv	10	55	0.0382
mux	9	9	0.0507
fa+ha+maj	15	15	0.116
xor+xnor	4	4	0.0194
No activity file was given, so power comes from the tool's default toggle rates.
